==> design.v <==
`timescale 1ns/100ps
module dut #(parameter N = 8) (
    input  logic clk, 
    input  logic rst_n,
    input  logic [N-1:0] a,
    input  logic [N-1:0] b,
    output logic [N-1:0] c_signed,
    output logic         ov_signed,
    output logic         uv_signed,
    output logic [N-1:0] c_unsigned,
    output logic         ov_unsigned,
    output logic         uv_unsigned,
    output logic [N-1:0] c_signed_sat,
    output logic         ov_signed_sat,
    output logic         uv_signed_sat,
    output logic [N-1:0] c_unsigned_sat,
    output logic         ov_unsigned_sat,
    output logic         uv_unsigned_sat
);
    logic [N-1:0] op_a;
    logic [N-1:0] op_b;
    op_add #(.N(N), .SIGNED(0), .SATURATE(0)) u_op_add_unsigned (
        .a     (op_a),
        .b     (op_b),
        .result(c_unsigned),
        .ov    (ov_unsigned),
        .uv    (uv_unsigned) 
    );
    op_add #(.N(N), .SIGNED(1), .SATURATE(0)) u_op_add_signed (
        .a     (op_a),
        .b     (op_b),
        .result(c_signed),
        .ov    (ov_signed),
        .uv    (uv_signed) 
    );
    op_add #(.N(N), .SIGNED(1), .SATURATE(1)) u_op_add_signed_sat (
        .a     (op_a),
        .b     (op_b),
        .result(c_signed_sat),
        .ov    (ov_signed_sat),
        .uv    (uv_signed_sat) 
    );
    op_add #(.N(N), .SIGNED(0), .SATURATE(1)) u_op_add_unsigned_sat (
        .a     (op_a),
        .b     (op_b),
        .result(c_unsigned_sat),
        .ov    (ov_unsigned_sat),
        .uv    (uv_unsigned_sat) 
    );
    always_ff @(posedge clk or negedge rst_n) begin
    if (!rst_n) begin
        op_a <= '0;
        op_b <= '0;
    end else begin
        op_a <= a;
        op_b <= b;
    end
end 
endmodule
module op_add #(
    parameter N        = 16,
    parameter SATURATE = 1,
    parameter SIGNED   = 1
) (
    input  logic [N-1:0]  a,
    input  logic [N-1:0]  b,
    output logic [N-1:0]  result,
    output logic          ov,
    output logic          uv
);
    generate
        if (SIGNED) begin : gen_signed
            logic signed [N:0] sum_ext;   
            always_comb begin
                sum_ext = $signed(a) + $signed(b);
                if (sum_ext[N] != sum_ext[N-1]) begin
                    if (~sum_ext[N]) begin
                        ov = 1'b1;
                        uv = 1'b0;
                        if (SATURATE)
                            result = {1'b0, {(N-1){1'b1}}};   
                        else
                            result = sum_ext[N-1:0];
                    end else begin
                        ov = 1'b0;
                        uv = 1'b1;
                        if (SATURATE)
                            result = {1'b1, {(N-1){1'b0}}};   
                        else
                            result = sum_ext[N-1:0];
                    end
                end else begin
                    ov     = 1'b0;
                    uv     = 1'b0;
                    result = sum_ext[N-1:0];
                end
            end
        end else begin : gen_unsigned
            logic [N:0] sum_ext;   
            always_comb begin
                sum_ext = {1'b0, a} + {1'b0, b};
                if (sum_ext[N]) begin
                    ov = 1'b1;
                    uv = 1'b0;   
                    if (SATURATE)
                        result = {N{1'b1}};   
                    else
                        result = sum_ext[N-1:0];
                end else begin
                    ov     = 1'b0;
                    uv     = 1'b0;
                    result = sum_ext[N-1:0];
                end
            end
        end
    endgenerate
endmodule
==> run.sh <==
#!/bin/bash
# OpenROAD 26Q1-2900-gdf79404cd8, Yosys 0.63+post, stock flow scripts
make -C /OpenROAD-flow-scripts/flow DESIGN_CONFIG=/design/flow/config.mk WORK_HOME=/design/flow/orfs finish
==> config.mk <==
export PLATFORM = sky130hd
export DESIGN_NAME = dut
export DESIGN_NICKNAME = dut
export VERILOG_FILES = /design/flow/design.v
export SDC_FILE = /design/flow/constraint.sdc
export NUM_CORES = 4
export LEC_CHECK = 1
export CORE_AREA = 10 10 98 98
export DIE_AREA = 0 0 108 108
==> constraint.sdc <==
current_design dut

set clk_period 8.5
set clk_io_pct 0.2

create_clock -name clk0 -period $clk_period [get_ports {clk}]

set non_clock_inputs [all_inputs -no_clocks]
set_input_delay [expr $clk_period * $clk_io_pct] -clock clk0 $non_clock_inputs
set_output_delay [expr $clk_period * $clk_io_pct] -clock clk0 [all_outputs]
==> metrics.json <==
{
  "final.min_clock_period_ns": 4.71,
  "placement_rows": 32,
  "sequential_element_share_of_the_synthesized_area": 0.343,
  "die_height_um": 108,
  "netlist_area_um2": 1170,
  "placed_cells_incl_taps": 261,
  "final-seq-area_um2": 400,
  "worst_slew_margin_rel": 0.552,
  "synth-edff-count": 0,
  "synth.yosys.chip_area_um2": 1170,
  "top_ports": 58,
  "drt_wl_total_mm": 3.00,
  "mi_logic_area_um2": 608,
  "warning_count": 26,
  "maxSlewViolCount": 0,
  "sum_of_negative_setup_slack_ns": 0,
  "synth-main-ff-cell": "dfrtp_1",
  "portBuffers": 55,
  "initCoreUtil": 0.152,
  "synthArstFlopShare": 1.00,
  "holdBufCountCts": 0,
  "worst_setup_path_startpoint": "op_a[0]",
  "first_iter_violations": 35,
  "synth.top_cells.by_area": "dfrtp_1 34%, ha_1 11%, buf_4 8.4%",
  "tritoncts_clock_tree": "done",
  "core-area_um2": 7650,
  "fin_hold_ws_ns": 1.87,
  "diodes": 0,
  "hpwl_reported_at_the_end_of_detailed_placement_mm": 2.72,
  "worstPathRequired_ns": 6.80,
  "tightestPinTransition_ns": 0.670,
  "power.total_uw": 285,
  "antenna_found_initial": 0,
  "grt_start_max_net_pins": 17,
  "outcome": "finished, final reports clean",
  "drive_gt1_frac": 0.0988,
  "cts_root_buffer": "clkbuf_8",
  "numSynthFlops": 16,
  "route.detailed.drc": 0,
  "die_width_um": 108,
  "type_of_the_tightest_min_delay_check": "input pin to asynchronous set/reset pin",
  "critical_path_arrival_ns": 3.01,
  "chip_area_um2": 11700,
  "cts.repair_timing.setup_buffer_count": 0,
  "criticalPathCategory": "register to output pin",
  "worst_setup_path_start_kind": "register",
  "avgViaCountPerCell": 3.54,
  "power.density_nw_per_um2": 162,
  "worst-path-max-fanout": 8,
  "fin_cells": 264,
  "synth-cells-yosys": 119,
  "fin_util": 0.231,
  "top_area_cell": "dfrtp_1",
  "cts_max_level": 1,
  "numCtsBuffers": 3,
  "grt_util_all_layers": 0.0491,
  "rsz0062_at_grt": "no",
  "hold_viol_final": 0,
  "globalplace.congestion": 0.782,
  "firstDrtPassIters": 4,
  "routed_wire_length_per_instance_um": 11.4,
  "layout-area-overhead-vs-synth_pct": 51.4,
  "layout.filler_cells": 823,
  "ys_types": 34,
  "timing.final.setup_violations": 0,
  "overflow": 0,
  "post_synth.cell_area_avg_um2": 9.80,
  "grt_pass1_wl_mm": 4.63,
  "max-clock-path-buffers": 2,
  "ant_nets": 0,
  "static-leakage-power_uw": 0.000722,
  "number_of_maximum_capacitance_violations": 0,
  "maxClockFrequency_ghz": 0.212,
  "fin_crit_sh": 0.554,
  "end_kind": "output pin",
  "grt_pass1_vias": 963,
  "vdd_drop_max_uv": 43.1,
  "yosysWarnings": 5,
  "cts.clk_slew.worst_paths_ns": 0.06,
  "dr_total_vias": 935,
  "cts_num_sinks": 16,
  "top_cell_area_share": 0.343,
  "postCtsResizedCells": 0,
  "synthCells": 119
}
cells in the mapped netlist (2+ instances only):
cell,n
a21o_1,2
a21oi_1,10
a31oi_4,2
buf_4,13
buf_6,2
dfrtp_1,16
ha_1,10
inv_1,9
nand2_1,10
nand3_1,5
nor2_1,8
nor3_1,2
o21a_1,2
o21ai_0,2
o21ai_1,2
o21ai_2,2
xnor2_1,5
layout make-up:
class                           instances  area share
Timing Repair Buffer                   55       0.312
Sequential cell                        16       0.227
Tap cell                              102      0.0723
Inverter                               10      0.0213
Multi-Input combinational cell         78       0.344
Clock buffer                            3      0.0234
worst max-delay path: stages, from the launching register on:
cell             delay (ns)
dfrtp_1                0.36
ha_1                   0.24
fa_1                   0.46
a211oi_4               0.35
o211ai_2               0.18
nand2_1                0.11
ha_1                   0.33
a21oi_4                0.24
a21oi_1                0.06
clkdlybuf4s50_1        0.44
cells by family (layout without fill, tap and decap cells):
| logic type | count (synthesis) | count (layout) | share of synthesized area |
|---|---|---|---|
| AND-OR/OR-AND | 30 | 30 | 0.223 |
| XOR/XNOR | 6 | 6 | 0.0451 |
| adder cells (fa/ha/maj) | 11 | 11 | 0.124 |
| buffers and inverters | 26 | 68 | 0.138 |
| flip-flops | 16 | 16 | 0.343 |
| multiplexers | 1 | 1 | 0.00858 |
| other | 1 | 2 | 0.00322 |
| AND/OR/NAND/NOR | 28 | 28 | 0.114 |
metrics by stage:
stage	setup slack, ns	instance area, µm²
3_3_place_gp	4.06	1720
2_1_floorplan	4.55	1170
5_1_grt	3.60	1770
6_report	3.79	1770
4_1_cts	3.75	1770
3_5_place_dp	4.03	1720
report_power, final:
group,leakage [µW],total [µW],switching [µW],internal (µW)
combinational,0.000514,151,54.6,96.7
sequential,0.000186,81.5,1.42,80.1
clock,0.0000216,52.6,21.4,31.2
total,0.000722,285,77.4,208
registers in the layout, summed over array words and instances, names as in the netlist:
name,count
op_a,8
op_b,8
layout by cell type (no fill, tap or decap), drive strengths merged:
cell type / Yosys / layout
clkdlybuf4s50: 0 / 55
dfrtp: 16 / 16
a21oi: 12 / 12
nand2: 10 / 10
ha: 10 / 10
inv: 10 / 10
nor2: 8 / 8
o21ai: 6 / 6
xnor2: 5 / 5
nand3: 5 / 5
clkbuf: 1 / 3
o21a: 2 / 2
a21o: 2 / 2
a31oi: 2 / 2
nor3: 2 / 2
conb: 1 / 2
a211oi: 2 / 2
a211o: 1 / 1
o22ai: 1 / 1
o2111ai: 1 / 1
nor3b: 1 / 1
nor2b: 1 / 1
o211ai: 1 / 1
or3: 1 / 1
mux2i: 1 / 1
xor2: 1 / 1
fa: 1 / 1
how the worst max path moves through the flow:
stage	to	depth (start not counted)	slack, ns
CTS	c_signed_sat[0]	9	3.75
finish	c_signed_sat[4]	9	3.79
global route	c_signed_sat[1]	9	3.60
routing by layer:
layer | track usage | share of wire | wire length [µm]
met1 | 0.0613 | 0.42 | 1270
met4 | 0.00573 | 0.0053 | 16
met2 | 0.0767 | 0.42 | 1250
met5 | 0 | 0 | 0
met3 | 0.0253 | 0.16 | 474
Power is estimated from default activity; no workload was simulated.
