$ cat design/flow/run.sh
#!/bin/bash
# OpenROAD 26Q1-2900-gdf79404cd8, Yosys 0.63+post, stock flow scripts
make -C /OpenROAD-flow-scripts/flow DESIGN_CONFIG=/design/flow/config.mk WORK_HOME=/design/flow/orfs finish
$ cat design/flow/design.v
module op_mult #(
    parameter N        = 16,
    parameter SATURATE = 1,
    parameter SIGNED   = 1
) (
    input  logic [N-1:0]     a,
    input  logic [N-1:0]     b,
    output logic [2*N-1:0]   result,
    output logic             ov
);
    localparam W = 2 * N;   
    generate
        if (SIGNED) begin : gen_signed
            logic signed [W:0] product_ext;   
            logic signed [W-1:0] product;      
            always_comb begin
                product_ext = $signed(a) * $signed(b);   
                product     = product_ext[W-1:0];
                if (product_ext[W] != product_ext[W-1]) begin
                    ov = 1'b1;
                    if (SATURATE) begin
                        if (product_ext[W])  
                            result = {1'b1, {(W-1){1'b0}}};   
                        else                 
                            result = {1'b0, {(W-1){1'b1}}};   
                    end else begin
                        result = product;
                    end
                end else begin
                    ov     = 1'b0;
                    result = product;
                end
            end
        end else begin : gen_unsigned
            logic [W:0] product_ext;   
            logic [W-1:0] product;
            always_comb begin
                product_ext = a * b;   
                product     = product_ext[W-1:0];
                if (product_ext[W]) begin   
                    ov = 1'b1;
                    if (SATURATE)
                        result = {W{1'b1}};   
                    else
                        result = product;
                end else begin
                    ov     = 1'b0;
                    result = product;
                end
            end
        end
    endgenerate
endmodule
$ cat design/flow/config.mk
export PLATFORM = sky130hd
export DESIGN_NAME = op_mult
export DESIGN_NICKNAME = op_mult
export VERILOG_FILES = /design/flow/design.v
export SDC_FILE = /design/flow/constraint.sdc
export NUM_CORES = 4
export LEC_CHECK = 1
export CORE_UTILIZATION = 30
$ cat design/flow/constraint.sdc
current_design op_mult

set clk_period 17.5
set clk_io_pct 0.2

create_clock -name clk0 -period $clk_period

set non_clock_inputs [all_inputs -no_clocks]
set_input_delay [expr $clk_period * $clk_io_pct] -clock clk0 $non_clock_inputs
set_output_delay [expr $clk_period * $clk_io_pct] -clock clk0 [all_outputs]
==> summary.txt <==
run status -> completed
placed cell areas -> 11,000 um^2
Vias/cell -> 4.43
cts hold-fix bufs -> 0
drt first pass iters -> 4
total number of vias -> 6,945
Final period util -> 84.0%
crit end category -> output pin
Fin Setup TNS -> 0 ps
DP HPWL -> 20,100 um
overall routing resource usage -> 15.7%
type of the worst setup path -> in2out
Worst Setup SP -> b[1]
met1 WL -> 10,500 um
num ports -> 65
site row count -> 66
Mapped Area -> 9920 um^2
max_slew headroom -> 47.7%
minimum clock period -> 14,700 ps
CTS resizes -> 0
Post-Place Worst Slack -> 2820 ps
Flop area -> 0 um^2
postcts setup bufs -> 0
routed length on met2 -> 10,500 um
# DRC -> 0
flop count -> 0
Final WS setup -> 2800 ps
CP endpoint -> result[30]
area added between synthesis and finish -> 10.8%
yosys warning tally -> 1
Hold WC Path Type -> in2out
Setup violations, final -> 0
Max Slew Vio Count -> 0
fmax -> 0.0680 GHz
crit start category -> primary input
WL final -> 23,100 um
core box area -> 32,500 um^2
area reported by Yosys stat -> 9920 um^2
die area -> 33,800 um^2
Critical Path AT -> 11,200 ps
final hold vios -> 0
antenna fix cells -> 0
post-route cell area -> 11,000 um^2
highest routed layer -> met4
sequential share of the synthesized area -> 0%
metal3 WL -> 1960 um
crit-path max FO -> 16
Routed Antenna Nets -> 0
largest net degree at the start of global routing -> 17
Core Util at FP -> 30.5%
Buffers on Ports -> 64
Hold Crit Start -> a[0]
yosys stat cell total -> 1,095
WL per Instance -> 14.7 um
hold slack -> 8130 ps
Avg Cell Area, Syn -> 9.06 um^2
Die Y -> 184 um
number of global-route vias before repair -> 7,375
Die X -> 184 um
first-pass GRT wire length -> 39,400 um
proportion of layout cells with a drive suffix above 1 -> 1.07%
initial antenna violation count -> 0
Syn Inst Count -> 1,095
Netlist cell types -> 44
GP Congestion -> 0.900
maxcap violations -> 0
Critical Path RT -> 14,000 ps
RSZ-0062 raised after global routing -> no
Fillers -> 3,422
tool warnings -> 32
# clk buffers -> 0
Remaining Overflow, GRT -> 0
Starting DRT DRC Count -> 337
Worst Tran Pin Value -> 782 ps
## kinds of logic (layout without fill, tap and decap cells)
family / Yosys count / in the layout / synth area share [%]
buffers and inverters: 329 / 358 / 12.5
other: 1 / 1 / 0.0378
AND/OR/NAND/NOR: 312 / 312 / 15.7
adder cells (fa/ha/maj): 344 / 344 / 63.2
XOR/XNOR: 37 / 37 / 3.27
AND-OR/OR-AND: 72 / 72 / 5.26
## critical path, stage by stage
cell	delay (ps)
clkdlybuf4s50_1	940
nand2_1	200
inv_1	170
fa_1	540
fa_1	830
fa_1	510
fa_1	510
fa_1	510
inv_1	60
fa_1	480
inv_1	40
ha_1	360
and3_1	390
nand3_1	120
or4b_1	460
a21oi_1	430
o41ai_2	200
o2111ai_1	210
a21oi_1	100
xnor2_1	150
clkdlybuf4s50_1	490
## how the worst min path moves through the flow
stage | depth (start not counted) | to
after CTS | 4 | result[0]
after global routing | 4 | result[0]
final | 4 | result[0]
## cell usage after synthesis, types with 5 or more instances
library cell  number  area [um^2]
a31oi_1            7         43.8
and2_1           122          763
inv_1            290         1090
xor2_1            10         87.6
nand3_1            5         25.0
nor2_1            26         97.6
nor3_1             5         25.0
fa_1             262         5250
xnor2_1           27          236
clkbuf_1          37          139
ha_1              82         1030
and3_1             6         37.5
a21o_1            18          135
o21ai_0            6         30.0
a21oi_1           17         85.1
nand2_1          132          495
## stage by stage
stage / utilization [%] / instances
5_1_grt: 33.8 / 1566
4_1_cts: 33.8 / 1566
3_5_place_dp: 33.8 / 1566
6_report: 33.8 / 1566
2_1_floorplan: - / 1095
3_3_place_gp: 33.8 / 1566
## cell type report
class	count	area, um^2	area share [%]
tap	442	553	5.03
inverter	290	1090	9.90
timing repair buffer	68	671	6.10
multi-input combinational	766	8680	79.0
## layer usage
layer / up-vias / global-route usage (%)
li1: 3241 / -
met5: - / 0
met3: 6 / 5.67
met4: 0 / 0.700
met1: 3475 / 24.0
met2: 223 / 23.2
## layout by cell type (no fill, tap or decap), drive strengths merged, types with 2 or more instances in the layout
master           n
nand4            3
inv            290
o21bai           4
nor3             5
fa             262
o41ai            3
xnor2           27
o211ai           2
nor2            26
a21oi           19
a31oi            7
and3             7
o21ai            6
clkdlybuf4s50   64
nand3            5
xor2            10
a21o            19
or2              2
nand2          132
or4b             2
nand2b           4
o21a             2
and2           122
o31ai            2
buf              4
ha              82
